`design/flow/design.v`:
```
module sync_r2w #(parameter ADDR_WIDTH=4) (output logic [ADDR_WIDTH:0] wq2_rptr,
                                           input [ADDR_WIDTH:0] rptr,
                                           input wclk, wrst_n);
    logic [ADDR_WIDTH:0] wq1_rptr;
    always_ff@(posedge wclk or negedge wrst_n)
    begin
        if(!wrst_n)
        begin
            {wq2_rptr, wq1_rptr} <= 0;
        end
        else
        begin
            {wq2_rptr, wq1_rptr} <= {wq1_rptr, rptr};
        end
    end
endmodule
```
`design/flow/run.sh`:
```
#!/bin/bash
# OpenROAD 26Q1-2900-gdf79404cd8, Yosys 0.63+post, stock flow scripts
make -C /OpenROAD-flow-scripts/flow DESIGN_CONFIG=/design/flow/config.mk WORK_HOME=/design/flow/orfs finish
```
`design/flow/config.mk`:
```
export PLATFORM = sky130hd
export DESIGN_NAME = sync_r2w
export DESIGN_NICKNAME = sync_r2w
export VERILOG_FILES = /design/flow/design.v
export SDC_FILE = /design/flow/constraint.sdc
export NUM_CORES = 4
export LEC_CHECK = 1
export CORE_AREA = 10 10 70 70
export DIE_AREA = 0 0 80 80
```
`design/flow/constraint.sdc`:
```
current_design sync_r2w

set clk_period 1.0
set clk_io_pct 0.2

create_clock -name clk0 -period $clk_period [get_ports {wclk}]

set non_clock_inputs [all_inputs -no_clocks]
set_input_delay [expr $clk_period * $clk_io_pct] -clock clk0 $non_clock_inputs
set_output_delay [expr $clk_period * $clk_io_pct] -clock clk0 [all_outputs]
```
==> results.txt <==
Latest figures from synthesis and place and route.

The total number of vias is between 100 and 150. Power comes to 827.4 µW. The flow ran to the end, and the final reports show no timing, DRC or antenna violations. The transition time recorded at the tightest slew-check pin is 123.2 ps.

The cell-mix breakdown from Yosys lists the simple-gate area share as 0%. The most critical hold endpoint after final layout shows a slack of 217.3 ps. The remaining global-route overflow is 0. The total DRC errors in the routed layout is 0. The post-route clock skew is 0.2670 ps. Before placement the cells fill 7.326% of the core. The fraction of synthesis flops using an asynchronous set or reset pin is ~100%.

The leakage dissipation is 0.1855 nW. Of the total synthesized cell area, the portion taken by AND-OR and OR-AND cells is 0%. Counting every instance in the synthesized netlist gives 10. The first global-routing pass estimated 779 µm of wire.

The worst setup path is launched from a register. The final routed wirelength across all metal layers is 562 µm. According to the floorplan report, the die width is around 80 µm. The core region area is 3416 µm². The tree is rooted in a sky130_fd_sc_hd__clkbuf_4.

The worst register-to-register path has a depth of 0. The first routing iteration left 0 violations. The cell-mix breakdown from Yosys lists the XOR/XNOR area share as 0%. The count of flip-flops with a built-in enable after synthesis is 0.

The start-to-end type of the worst setup path is reg -> out. The final report lists the setup-violating endpoint count as 0. The kind of cell with the highest combined delay along the critical path is flip-flops. The number of stages on the worst setup path is 1. The number of top-level pins is 12. The layout report lists the combined flip-flop and latch area as 250.2 µm². The slowest stage of the critical path is the sky130_fd_sc_hd__dfrtp_1 cell. A synthesized cell averages 25.02 µm².

The footprint of the multi-input gates is 0 µm². The clock transition at the registers of the reported paths is ~70 ps. Entering global routing, the biggest net connects 11 pins. The number of warnings the tools reported is 25. After detailed routing, the average wire length per cell comes to 7.806 µm.

The most frequently used library cell after synthesis is sky130_fd_sc_hd__dfrtp_1. The placement summary gives the final routability congestion estimate as between 0.6 and 0.7. The power per cell area is around 1900 nW/µm².

The critical path maximum fanout is 1. The critical path capture point type is a primary output. The chip area line in the Yosys stat output reads 250.2 µm². The area fraction of the dominant cell type after synthesis is 100.0%. Counting instances in the post-synthesis netlist gives the leading cell types as sky130_fd_sc_hd__dfrtp_1 (10). The filler cells instantiated in the layout total 403.

0 cells are multi-input combinational gates. The diode insertion count for antenna repair is 0. The number of nets with antenna violations after routing is 0. The post-CTS setup-driven buffer insertion count is 0. The mapped cell area is 250.2 µm².

The layout cell share with drive strength beyond 1 is 38.46%. In this run the critical path is formed by buf_2. The share of cell area taken by muxes after synthesis is 0%.

The number of endpoints with negative hold slack in the final report is 0. From synthesis to final layout, the design area changed by 74.50%. The chip footprint is 6400 µm². The count of distinct cell types in the synthesized netlist is 1.

The largest vdd supply drop is 393.5 µV. The initialized floorplan defines 21 standard-cell rows. The sequential cell area fraction in the yosys report is 100.0%. For the worst setup path, the data required time is 800 ps. The tree built by TritonCTS fans out to 10 sinks. Ranked by total cell area, the synthesized netlist is headed by sky130_fd_sc_hd__dfrtp_1 (100%).

In the log, the iteration count for the first detailed-route pass is 1. The class of the worst hold path is in -> async. The cell area after placement is 425.4 µm². The cell total after placement is 68. The summed area of non-filler cells in the final layout is around 440 µm². The minimum setup slack in the final design is between 40 and 50 ps.

During placement, the flow inserted port buffers numbering 11. The source-to-sink clock delay at the later pin of the worst-skew pair is approximately 260 ps. The tally of max-capacitance violations is 0. The most area-hungry cell type in the Yosys netlist is sky130_fd_sc_hd__dfrtp_1. The post-synthesis register bit count is 10.

The longest clock path from root to sink contains 2 buffers. The number of max-slew violations in the final report is 0. The quantity of hold-fixing buffers added after cts is 0. The dominant synthesized flop cell is sky130_fd_sc_hd__dfrtp_1. The number of global-route vias before repair is 153.

Per the detail_route report, vias per standard cell equal 1.833. The tally of yosys warning messages is 1. The top achievable clock speed is roughly 1.1 GHz.

The buffer and inverter count on the worst path is 1. Data arrives at the worst endpoint at between 700 and 800 ps. The finished layout holds 72 standard cells, fillers aside. The worst path uses a little over nine tenths of the clock period. For the finished layout, the period the worst path requires is 950.4 ps. The total global-route track usage is 1.682%. In the Yosys report the total cell count is 10. Setup repair after global routing left no endpoint under its margin.

The initial antenna violation count is 0. Of the total synthesized cell area, the portion taken by full adders, half adders and majority gates is 0%. CTS added clock buffers totalling 3. The worst-case max-slew headroom was logged as about nine tenths. The die is 80 µm tall.

The count of H-tree levels built during CTS is 1. The placement-stage worst setup slack is -3.415 ps. In this design, the stage delay of the slowest critical-path cell is between 300 and 400 ps. The TritonCTS clock tree is done.
-- final cells by class --
type	instances	area share (%)
flip-flops and latches	10	57.31
repair buffers	12	21.20
well taps	46	13.18
clock buffers	4	8.309
-- stage by stage --
stage | TNS (ps) | util [%]
floorplan | 0 | -
global placement | 0 | 12.45
detailed placement | -3.415 | 12.45
CTS | 0 | 12.78
global route | 0 | 12.78
finish | 0 | 12.78
-- final timing paths --
kind,start,to,slack [ps]
min in group clk0,wq1_rptr[2]$_DFF_PN0_,wq2_rptr[2]$_DFF_PN0_,350
setup / recovery,wq2_rptr[4]$_DFF_PN0_,wq2_rptr[4],50
max in group asynchronous,wrst_n,wq1_rptr[0]$_DFF_PN0_,650
hold reg to reg,wq1_rptr[2]$_DFF_PN0_,wq2_rptr[2]$_DFF_PN0_,350
setup reg to reg,wq1_rptr[1]$_DFF_PN0_,wq2_rptr[1]$_DFF_PN0_,530
hold / removal,wrst_n,wq2_rptr[2]$_DFF_PN0_,220
-- placed cells by master, fill, tap and decap left out --
cell type	netlist	layout
sky130_fd_sc_hd__clkdlybuf4s50_1	0	6
sky130_fd_sc_hd__dfrtp_1	10	10
sky130_fd_sc_hd__buf_2	0	5
sky130_fd_sc_hd__buf_4	0	1
sky130_fd_sc_hd__clkbuf_4	0	3
sky130_fd_sc_hd__clkbuf_8	0	1
-- logic make-up after synthesis --
logic type	after synthesis
flops	10
-- per-layer routing --
layer  GRT usage [%]  routed length, µm  up-vias  share of wire, %
met4          0.8803                 26        0               4.6
met2           1.124                119       13                21
met3           1.136                 67        4                12
met5               0                  0        -                 0
li1                -                  -       62                 -
met1           2.931                349       53                62
-- where the power goes --
group	total, mW	internal [mW]	switching [mW]	leakage [nW]
combinational	0.0419	0.0293	0.0126	0.0479
sequential	0.429	0.424	0.00492	0.117
clock	0.356	0.221	0.135	0.0210
-- state kept, by name (all words and copies together), names as in the netlist --
| signal | cells |
|---|---|
| wq1_rptr | 5 |
| wq2_rptr | 5 |
-- timing repair --
action	CTS	global route
endpoints found under the setup margin	5	0
resized	16	0
endpoints found under the hold margin	0	0
Power is estimated from default activity; no workload was simulated.
