--- /design/flow/design.v ---
module wptr_full #(parameter ADDR_WIDTH = 4)(
	output logic wfull,
	output logic [ADDR_WIDTH-1:0] waddr,
	output logic [ADDR_WIDTH :0] wptr,
	input logic [ADDR_WIDTH :0] wq2_rptr,
	input logic winc, wclk, wrst_n);
	bit [ADDR_WIDTH:0] wbin;
	bit [ADDR_WIDTH:0] wgraynext, wbinnext;
	bit wfull_val;
	always_ff @(posedge wclk or negedge wrst_n)
	begin
		if (!wrst_n) 
			{wbin, wptr} <= 0;
		else 
			{wbin, wptr} <= {wbinnext, wgraynext};
	end
	assign waddr = wbin[ADDR_WIDTH-1:0];
	assign wbinnext = (!wrst_n) ? 0 : (wbin + (winc & ~wfull));
	assign wgraynext = (!wrst_n) ? 0 : ((wbinnext>>1) ^ wbinnext);
	assign wfull_val = (wgraynext=={~wq2_rptr[ADDR_WIDTH:ADDR_WIDTH-1],wq2_rptr[ADDR_WIDTH-2:0]});
	always_ff @(posedge wclk or negedge wrst_n)
	begin
		if (!wrst_n) 
			wfull <= 1'b0;
		else 
			wfull <= wfull_val;
	end
endmodule
--- /design/flow/run.sh ---
#!/bin/bash
# OpenROAD 26Q1-2900-gdf79404cd8, Yosys 0.63+post, stock flow scripts
make -C /OpenROAD-flow-scripts/flow DESIGN_CONFIG=/design/flow/config.mk WORK_HOME=/design/flow/orfs finish
--- /design/flow/config.mk ---
export PLATFORM = sky130hd
export DESIGN_NAME = wptr_full
export DESIGN_NICKNAME = wptr_full
export VERILOG_FILES = /design/flow/design.v
export SDC_FILE = /design/flow/constraint.sdc
export NUM_CORES = 4
export LEC_CHECK = 1
export CORE_AREA = 10 10 82 82
export DIE_AREA = 0 0 92 92
--- /design/flow/constraint.sdc ---
current_design wptr_full

set clk_period 3.7
set clk_io_pct 0.2

create_clock -name clk0 -period $clk_period [get_ports {wclk}]

set non_clock_inputs [all_inputs -no_clocks]
set_input_delay [expr $clk_period * $clk_io_pct] -clock clk0 $non_clock_inputs
set_output_delay [expr $clk_period * $clk_io_pct] -clock clk0 [all_outputs]
==> flow_summary.yaml <==
# generated from flow reports
pwr:
  ir_drop_v: 0.0000721
  p_leak_nw: 0.365
  p_per_area_nw_per_um2: 340
yosys:
  syn_area_um2: 589
  yosysChipArea_um2: 589
  top_area_cell: "dfrtp_1"
  postSynthSeqShare: 0.467
  ys_seq_elements: 11
  syn_avg_cell_area_um2: 13.1
  ys.warnings.count: 1
  syn-instance-count: 45
  synth.top_cell.area_share: 0.467
  ys_cells: 45
  synthDistinctLibCells: 17
  area_leaders: "dfrtp_1 (47%), mux2i_4 (7.6%), xor2_1 (5.9%)"
grt:
  antenna_found_initial: 0
  grt_pass1_wl_mm: 1.97
  grt_max_degree: 21
  met1_usage: 0.0362
  met2_usage: 0.0447
  overflow: 0
  grt_pass1_vias: 413
  gr-usage-met3: 0.0132
  gr-usage-all-layers: 0.0291
  busiest_layer: "met2"
timing:
  setup_viol: 0
  period_used_share: 0.700
  relSlewSlack: 0.548
  layout_min_cycle_time_ns: 2.59
  skew_ns: 0.00221
  finalMaxSlewViolations: 0
  fmax_mhz: 386
  setup_tns_ns: 0
  worst_pin_slew_ns: 0.675
  hold_viol: 0
  rsz0062_at_grt: "false"
floorplanning:
  chip_area_um2: 8460
  core_area_um2: 5070
  die_w_um: 92
  fp-utilization: 0.116
  die_h_um: 92
  ios: 18
  rows: 26
finish:
  lay_top_count: "clkdlybuf4s50_1"
  drive_gt1_frac: 0.145
  fill_cells: 566
  final_cell_mix: "clkdlybuf4s50_1 (17), dfrtp_1 (11), xor2_1 (4)"
  fin_util: 0.170
  syn2layout_area_growth_pct: 46.3
run:
  drv_cap: 0
  warning_count: 25
routing:
  route.vias.total: 364
  totalWireLength_mm: 1.19
  drtAntennaViolNets: 0
  vias_per_cell: 2.76
  first_pass_iters: 2
  wl_per_cell_um: 8.99
  drc: 0
  antennaDiodeCount: 0
  drt_iter0_markers: 11
clocking:
  ctsHoldBuffers: 0
  root_buffer: "clkbuf_8"
  postCtsSetupBuffers: 0
  h-tree-depth: 1
  cts_tree: "yes"
  clk_pin_slew_worst_paths_ns: 0.05
  cts_made_buffers: 3
  cts_buffer_depth: 2
  numClockSinks: 11
  insertion_delay_ns: 0.23
  cts_repair_resize_count: 0
worst_setup_path:
  crit_type: "in2reg"
  crit_path_start_kind: "input port"
  cp_data_arrival_time_ns: 2.71
  required_ns: 3.81
  end_kind: "flop"
  cp_max_fo: 20
placed_design:
  port_buffers: 17
  gp_congestion: 0.685
outcome:
  status: "completed"
min_path:
  hold_class: "reg2reg"
-- stage by stage --
stage | std cells | area (um^2) | hold WS, ns | total power (W) | setup slack, ns
CTS | 132 | 862 | 0.628 | 0.000301 | 1.03
finish | 132 | 862 | 0.626 | 0.000293 | 1.11
global route | 132 | 862 | 0.668 | 0.000310 | 0.889
floorplan | 45 | 589 | 0.444 | 0.000156 | 1.47
detailed placement | 128 | 817 | 0.618 | 0.000182 | 0.801
global placement | 128 | 817 | 0.593 | 0.000182 | 0.848
-- flip-flops by register name, indices dropped and copies added, names as in the netlist --
signal / flops
wfull: 1
wbin: 5
wptr: 5
-- area by class of cell --
class                      instances  area, um^2  share of cell area
clock buffer                       4        45.0              0.0522
inverter                           1        3.75             0.00435
multi-input combinational         29         280               0.325
sequential                        11         275               0.319
tap                               70        87.6               0.102
timing repair buffer              17         170               0.197
-- worst paths after layout --
| check | from | end | slack, ns | depth (start not counted) |
|---|---|---|---|---|
| min | wbin[4] | wbin[4] | 0.63 | 2 |
| min reg2reg | wbin[4] | wbin[4] | 0.63 | 2 |
| min in group asynchronous | wrst_n | wbin[2] | 0.92 | 1 |
| max | wrst_n | wfull | 1.11 | 6 |
| max reg2reg | wfull | wfull | 1.70 | 8 |
| max in group asynchronous | wrst_n | wbin[1] | 2.35 | 1 |
-- critical path, stage by stage --
cell and delay, ns:
clkdlybuf4s50_1 0.90, nand2_1 0.20, mux2i_4 0.26, mux2i_1 0.33, xor2_1 0.21, nor3_2 0.07
-- per-layer routing --
metal,share of wire,up-vias
li1,-,176
met1,0.44,172
met2,0.48,12
met3,0.063,4
met4,0.016,0
met5,0,-
-- report_power, final --
part	internal (W)	total [W]	switching, W	leakage (nW)
sequential	0.000127	0.000130	0.00000310	0.151
combinational	0.0000305	0.0000489	0.0000184	0.191
clock	0.0000751	0.000114	0.0000390	0.0228
-- cell usage after synthesis --
cell      number
and2_1         3
buf_4          4
dfrtp_1       11
ha_1           2
inv_1          1
mux2i_1        2
mux2i_4        2
nand2_1        3
nand2b_1       2
nand3_1        1
nand3_2        2
nor2b_1        2
nor3_2         1
xnor2_1        3
xnor3_1        1
xor2_1         4
xor2_2         1
-- logic make-up (layout without fill, tap and decap cells) --
group                    after synthesis  after routing  synth area share
AND/OR/NAND/NOR                       14             14             0.153
flip-flops                            11             11             0.467
XOR/XNOR                               9              9             0.170
buffers and inverters                  5             22            0.0573
multiplexers                           4              4             0.110
adder cells (fa/ha/maj)                2              2            0.0425
No activity file was given, so power comes from the tool's default toggle rates.
