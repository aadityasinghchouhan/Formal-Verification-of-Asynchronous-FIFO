<file path="/design/flow/design.v">
module rptr_empty #(parameter ADDR_WIDTH = 4) (output reg rempty,
											   output [ADDR_WIDTH-1:0] raddr,
											   output reg [ADDR_WIDTH :0] rptr,
											   input [ADDR_WIDTH :0] rq2_wptr,
											   input rinc, rclk, rrst_n);
	bit [ADDR_WIDTH:0] rbin;
	bit [ADDR_WIDTH:0] rgraynext, rbinnext;
	bit rempty_val;
	always_ff@(posedge rclk or negedge rrst_n)
	begin
		if(!rrst_n)
			{rbin, rptr} <= 0;
		else
			{rbin, rptr} <= {rbinnext, rgraynext};
	end
	assign raddr = rbin[ADDR_WIDTH-1:0];
	assign rbinnext = (!rrst_n) ? 0 : (rbin + (rinc & ~rempty));
	assign rgraynext = (!rrst_n) ? 0 : ((rbinnext>>1) ^ rbinnext);
	assign rempty_val = (rgraynext == rq2_wptr);
	always_ff@(posedge rclk or negedge rrst_n)
	begin
		if(!rrst_n) 
			rempty <= 1'b1;
		else
			rempty <= rempty_val;
	end
endmodule
</file>
<file path="/design/flow/run.sh">
#!/bin/bash
# OpenROAD 26Q1-2900-gdf79404cd8, Yosys 0.63+post, stock flow scripts
make -C /OpenROAD-flow-scripts/flow DESIGN_CONFIG=/design/flow/config.mk WORK_HOME=/design/flow/orfs finish
</file>
<file path="/design/flow/constraint.sdc">
current_design rptr_empty

set clk_period 4.0
set clk_io_pct 0.2

create_clock -name clk0 -period $clk_period [get_ports {rclk}]

set non_clock_inputs [all_inputs -no_clocks]
set_input_delay [expr $clk_period * $clk_io_pct] -clock clk0 $non_clock_inputs
set_output_delay [expr $clk_period * $clk_io_pct] -clock clk0 [all_outputs]
</file>
<file path="/design/flow/config.mk">
export PLATFORM = sky130hd
export DESIGN_NAME = rptr_empty
export DESIGN_NICKNAME = rptr_empty
export VERILOG_FILES = /design/flow/design.v
export SDC_FILE = /design/flow/constraint.sdc
export NUM_CORES = 4
export LEC_CHECK = 1
export CORE_AREA = 10 10 82 82
export DIE_AREA = 0 0 92 92
</file>
==> summary.txt <==
Status - completed
Gpl congestion - 0.722
Tool warnings - 25
Setup tns final - 0 ns
Input/output buffers - 17
Post-synth cell types - 17
Area Growth Syn to Fin - 48.6%
Hold Crit Start - rbin[4]$_DFF_PN0_
Ports - 18
Maxcap violations - 0
GRT Overall Usage - 3.19%
Final Slew Violations - 0
Syn avg cell area - 12.2 um^2
Worst Setup End Kind - flop
CP max-delay cell - clkdlybuf4s50_1
Late-Pin Clk Latency - 0.23 ns
Final design utilization - 16.4%
Reg-to-reg endpoint - rempty$_DFF_PN1_
Syn Inst Count - 46
Yosys Instances - 46
Combinational fraction of design power - 16.4%
Hold Path Class - flop to flop
Pin count of the biggest net entering global routing - 21
FMAX - 372 MHz
Die area - 8460 um^2
WHS Endpoint - rbin[4]$_DFF_PN0_
Reg area - 277 um^2
Mapped Area - 562 um^2
Worst flop-to-flop path startpoint - rempty$_DFF_PN1_
Worst Tran Pin Value - 0.696 ns
Vias in the first global route - 411
Initial DRC count - 30
DR DRC count - 0
H-tree levels - 1
HPWL Detailed - 1090 um
First-pass GRT wire length - 2170 um
Post-CTS Resized - 0
Core area - 5070 um^2
Worst Clk Skew - 0.000428 ns
Crit-path max FO - 20
Final setup violation count - 0
VDD IR-drop max - 0.104 mV
Clock power share - 39.3%
Remaining antenna violation count - 0
Logic area - 251 um^2
TritonRoute pass-1 iters - 2
Initial antenna violation count - 0
R2R setup slack - 1.90 ns
Final Hold Vio Count - 0
Via count - 361
Placed Area - 790 um^2
Power Dens Cells - 327 nW/um^2
Die Span Y - 92 um
Slew headroom - 53.5%
Total power - 0.273 mW
TritonCTS clock tree - yes
Via density - 2.71
Register share after synthesis - 49.2%
Post-CTS setup buffer count - 0
CTS sink count - 11
Critical path class - primary input to flop
Die Span X - 92 um
Minimum clock period - 2.69 ns
Hold depth - 2
Row count - 26
Critical Path Start Type - primary input
Most frequent cells in the layout - clkdlybuf4s50_1 (17), dfrtp_1 (10), xor2_1 (7)
Filler Cells Inserted - 576
Starting Density - 11.1%
Hold_buf cts - 0
Commonest Layout Cell - clkdlybuf4s50_1
CP max stage delay - 0.92 ns
Layout cell share with drive strength beyond 1 - 12.7%
Finished Cell Area - 835 um^2
Reg2Reg Depth - 8
GR Overflow Total - 0
Pint - 0.215 mW
N_diodes - 0
CP Depth - 6
Yosys stat area - 562 um^2
Root buffer cell - clkbuf_8
WP buf/inv - 1
Switching Share - 21.4%
Register share of total power - 44.3%
Worst EP arrival - 2.84 ns
Leak pwr - 0.366 nW
Bufs on Longest Clock Path - 2
RSZ-0062 raised after global routing - no
WHS - 0.580 ns
Crit path DRT - 4.15 ns
Ys Warns - 1
Final Routed Wirelength - 1280 um
Switching pwr - 0.0585 mW
CP delay by family, top - buffers and inverters
Worst-path clk slew - 0.05 ns
WL/cell - 9.59 um
Post-synthesis register bit count - 11
Final cycle utilization of the critical path - 67.3%
CP Cell Sequence - clkdlybuf4s50_1 > nand2_1 > mux2i_4 > mux2i_1 > xor2_1 > nor4_2
CTS Buf Count - 3
==> worst max-delay path by stage <==
stage | to | from | slack (ns)
4_1_cts | rempty$_DFF_PN1_ | rrst_n | 1.25
5_1_grt | rempty$_DFF_PN1_ | rrst_n | 1.07
6_report | rempty$_DFF_PN1_ | rrst_n | 1.31
==> worst min-delay path, stage by stage (launching register included) <==
cell and delay [ns]:
dfrtp_1 0.37, nand2_1 0.10, mux2i_1 0.07
==> metrics by stage <==
step	setup slack, ns	instances
after floorplan	1.74	46
after global placement	1.04	129
after detailed placement	0.986	129
after CTS	1.25	133
after global routing	1.07	133
final	1.31	133
==> cell families (layout without fill, tap and decap cells) <==
group / count (synthesis) / count (layout) / synth area share [%]
flip-flops: 11 / 11 / 49.2
AND/OR/NAND/NOR: 16 / 16 / 17.8
XOR/XNOR: 8 / 8 / 12.5
adder cells (fa/ha/maj): 2 / 2 / 4.45
multiplexers: 4 / 4 / 10.0
buffers and inverters: 5 / 22 / 6.01
==> power groups by stage <==
| stage | logic, mW | clock network [mW] | registers (mW) |
|---|---|---|---|
| CTS | 0.0458 | 0.111 | 0.121 |
| global route | 0.0496 | 0.119 | 0.122 |
| finish | 0.0447 | 0.107 | 0.121 |
==> layout make-up <==
| cell class | count | share of cell area, % |
|---|---|---|
| multi-input combinational | 30 | 30.1 |
| timing repair buffer | 17 | 20.4 |
| inverter | 1 | 0.450 |
| clock buffer | 4 | 5.40 |
| sequential | 11 | 33.1 |
| tap | 70 | 10.5 |
==> per-layer routing <==
| metal | wire, um | part of all wire [%] | GRT usage (%) |
|---|---|---|---|
| met4 | 0 | 0 | 0.129 |
| met1 | 507 | 40 | 3.36 |
| met3 | 122 | 9.6 | 1.98 |
| met2 | 645 | 51 | 5.59 |
| met5 | 0 | 0 | 0 |
==> Yosys cell counts, drive strengths merged <==
cell type,n,area share (%)
nand3,3,3.6
nand2b,4,4.5
dfstp,1,4.7
mux2i,4,10
nand2,3,2.0
inv,1,0.67
xor2,7,11
nor4,1,2.2
ha,2,4.5
buf,4,5.3
dfrtp,10,45
and2,4,4.5
nor2b,1,1.1
xnor2,1,1.6
==> state kept, by name, summed over array words and instances (netlist names) <==
register,count
rbin,5
rempty,1
rptr,5
Power figures rest on the tool's default switching activity, not on a simulated workload.
